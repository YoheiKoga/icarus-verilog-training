### ./config.mk
export PLATFORM = sky130hd
export DESIGN_NAME = counter_hex
export DESIGN_NICKNAME = counter_hex
export VERILOG_FILES = /design/flow/design.v
export SDC_FILE = /design/flow/constraint.sdc
export NUM_CORES = 4
export LEC_CHECK = 1
export CORE_AREA = 10 10 70 70
export DIE_AREA = 0 0 80 80
### ./constraint.sdc
current_design counter_hex

set clk_period 1.1
set clk_io_pct 0.2

create_clock -name clk0 -period $clk_period [get_ports {clk}]

set non_clock_inputs [all_inputs -no_clocks]
set_input_delay [expr $clk_period * $clk_io_pct] -clock clk0 $non_clock_inputs
set_output_delay [expr $clk_period * $clk_io_pct] -clock clk0 [all_outputs]
### ./design.v
module cnt_bit(
    CK,
    RES,
    EN,
    Q,
    CU
);
    input   CK, RES, EN;
    output  Q, CU;
    reg     Q;
    always @(posedge CK or posedge RES) begin
        if (RES) begin
            Q <= 1'b0;
        end
        else if (EN) begin
            Q <= ~Q;
        end
    end
    assign CU = EN & Q;
endmodule  
module counter_hex(
    clk,
    res,
    q
);
    input clk, res;
    output [3:0] q;
    wire    [3:0] cu;
    cnt_bit cb0 (clk, res, 1'b1, q[0], cu[0]);
    cnt_bit cb1 (clk, res, cu[0], q[1], cu[1]);
    cnt_bit cb2 (clk, res, cu[1], q[2], cu[2]);
    cnt_bit cb3 (clk, res, cu[2], q[3], cu[3]);
endmodule  
### ./run.sh
#!/bin/bash
# OpenROAD 26Q1-2900-gdf79404cd8, Yosys 0.63+post, stock flow scripts
make -C /OpenROAD-flow-scripts/flow DESIGN_CONFIG=/design/flow/config.mk WORK_HOME=/design/flow/orfs finish
==> flow_summary.toml <==
# physical design summary
[status]
outcome = "completed"

[synth]
synth-edff-count = 0
ff_type = "dfrtp_1"
synthTopCellsByArea = "dfrtp_1 58%, buf_4 17%, xnor2_1 10%, xor2_1 5.1%, inv_1 4.3%"
synthTopCellsByCount = "4 x buf_4, 4 x dfrtp_1, 2 x inv_1, 2 x xnor2_1"
synthArstFlopShare = 1.00
synth_cells = 15
yosys_cells = 15
netlist_area_sq_um = 173
ys_chip_area_sq_um = 173
yosys.area.top_type_share = 0.580
synth.distinct_cells = 7
synth_flops = 4
ys_warn_count = 1
avgSynthCellArea_sq_um = 11.5
synth_seq_share = 0.580
yosysTopAreaCell = "dfrtp_1"

[route]
drc = 0
drtIter0Drc = 14
ant_nets = 0
dr.pass1.iters = 2
drt-total-wl_um = 391
viasPerCell = 1.70
wl_per_cell_um = 5.59
vias = 119
diodes = 0

[critical_path]
path_class = "register to output pin"
worst-path-buf-inv = 1
ff2ff_setup_slack_ps = 200
start_kind = "register"
slowest_delay_ps = 360
crit_family = "flip-flops"
endpoint_kind = "output pin"
crit_arrival_ps = 830
crit_chain = "dlygate4sd2_1"
cp_max_fo = 2
crit_slowest_cell = "dfrtp_1"
worstPathRequired_ps = 880

[power_and_ir_drop]
p_leak_uw = 0.000147
power_density_mw_per_mm2 = 1080
peakVddDrop_uv = 155

[floorplanning]
chipHeight_um = 80
die_area_sq_mm = 0.00640
core_util_floorplan = 0.0505
die_x_um = 80
io_pins = 6
core_area_sq_mm = 0.00342
rows = 21

[sta]
fmax_mhz = 952
worstMarginPinSlew_ps = 148
rsz0062_at_grt = "no"
post-route-min-period_ps = 1050
skew_ps = 1.03
finalSetupViolations = 0
final.period_utilization = 0.955
timing.setup.tns_ps = 0
hold_viol_final = 0
slew_headroom = 0.901
slew_violations = 0

[placed_design]
portBuffers = 5
dp_hpwl_um = 315
gp_congestion = 0.669

[grt]
antenna_found_initial = 0
grt_pass1_wl_um = 648
grt_start_max_net_pins = 5
grt_overflow_total = 0
grtUsageTotal = 0.0148
grt_pass1_vias = 133

[clock_network]
clkLatencyLatePin_ps = 230
cts_sinks = 4
htreeDepth = 1
clock_path_buffers = 2
hold_buffers = 0
cts_root_buf = "clkbuf_4"
tritoncts = "done"
cts_inserted_buffers = 3
clkTransAtPathRegs_ps = 40

[final_layout]
fin_util = 0.0901
area_growth_pct = 78.3
drive_gt1_frac = 0.333

[flow_run]
tool_warnings = 25
max_cap_violations = 0

[worst_hold_path]
hold_path.class = "primary input to asynchronous set/reset pin"
[layout make-up]
type,instances,area [sq um]
Clock buffer,3,22.5
Inverter,2,7.51
Sequential cell,4,100
Multi-Input combinational cell,5,35.0
Tap cell,46,57.6
Fill cell,404,3110
Timing Repair Buffer,10,85.1
[report_power, final]
| group | switching [uW] | internal [uW] | total [uW] | leakage, uW |
|---|---|---|---|---|
| registers | 0 | 148 | 148 | 0.0000566 |
| logic | 3.01 | 3.33 | 6.33 | 0.0000771 |
| clock network | 55.5 | 122 | 177 | 0.0000138 |
[worst paths after layout]
| kind | end | cells after the start | from |
|---|---|---|---|
| setup / recovery | q[1] | 1 | cb1.Q |
| hold / removal | cb2.Q | 2 | res |
| setup reg to reg | cb3.Q | 4 | cb2.Q |
| hold reg to reg | cb3.Q | 2 | cb3.Q |
| max in group asynchronous | cb0.Q | 2 | res |
| min in group clk0 | cb3.Q | 2 | cb3.Q |
[cells in the final DEF, fill, tap and decap left out]
cell type        n
xnor2_1          2
nand2_1          1
inv_1            2
buf_4            5
clkbuf_4         3
dlygate4sd2_1    2
nand3_1          1
xor2_1           1
clkdlybuf4s50_1  1
clkdlybuf4s15_1  2
dfrtp_1          4
[logic make-up after synthesis]
kind of cell	Yosys count	synth area share
xor+xnor	3	0.152
simple gates	2	0.0507
flops	4	0.580
buf+inv	6	0.217
[repair_timing]
action | 4_1_cts | 5_1_grt
resized | 5 | 1
setup endpoints to repair | 4 | 1
pin swaps | 0 | 0
buffers inserted | 2 | 0
[state kept, by name, summed over array words and instances, names as in the netlist]
signal and count:
cb1.Q 1, cb2.Q 1, cb0.Q 1, cb3.Q 1
[per-layer routing]
metal | track usage | vias up | share of wire
met5 | 0 | - | 0
met4 | 0.00352 | 0 | 0
met3 | 0.0250 | 0 | 0.25
met2 | 0.0120 | 8 | 0.26
met1 | 0.0167 | 52 | 0.49
li1 | - | 59 | -
[metrics by stage]
stage	setup WS [ps]	std cells	cell area, sq um	hold WS [ps]	total power [uW]
2_1_floorplan	357	15	173	-13.9	152
3_3_place_gp	35.5	65	273	414	156
3_5_place_dp	41.6	65	273	419	156
4_1_cts	27.4	70	307	166	342
5_1_grt	16.6	70	308	178	359
6_report	49.6	70	308	175	332
Power and IR drop assume default switching activity.
