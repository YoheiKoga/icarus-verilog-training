--- run.sh ---
#!/bin/bash
# OpenROAD 26Q1-2900-gdf79404cd8, Yosys 0.63+post, stock flow scripts
make -C /OpenROAD-flow-scripts/flow DESIGN_CONFIG=/design/flow/config.mk WORK_HOME=/design/flow/orfs finish
--- config.mk ---
export PLATFORM = sky130hd
export DESIGN_NAME = counter
export DESIGN_NICKNAME = counter
export VERILOG_FILES = /design/flow/design.v
export SDC_FILE = /design/flow/constraint.sdc
export NUM_CORES = 4
export LEC_CHECK = 1
export CORE_AREA = 10 10 70 70
export DIE_AREA = 0 0 80 80
--- constraint.sdc ---
current_design counter

set clk_period 1.6
set clk_io_pct 0.2

create_clock -name clk0 -period $clk_period [get_ports {CLK}]

set non_clock_inputs [all_inputs -no_clocks]
set_input_delay [expr $clk_period * $clk_io_pct] -clock clk0 $non_clock_inputs
set_output_delay [expr $clk_period * $clk_io_pct] -clock clk0 [all_outputs]
--- design.v ---
module counter(CLK, RST_X, cnt);
    input RST_X, CLK;
    output reg [3:0] cnt;
    always @(posedge CLK) begin
        if (!RST_X) begin
            cnt <= 4'h0;
        end
        else begin
            cnt <= cnt + 4'h1;
        end
    end
endmodule
==> results.sh <==
# physical design summary
export IMPL_run_status="finished clean"
export IMPL_drt_total_wl_microns=378
export IMPL_path_depth=1
export IMPL_areaGrowthSynthToFinish_pct=89.7
export IMPL_rsz0062_at_grt="no"
export IMPL_detail_route_antenna_nets=0
export IMPL_clkPwrFrac=0.490
export IMPL_grt_overflow_total=0
export IMPL_period_needed_ns=1.46
export IMPL_seq_area_sq_um=80.1
export IMPL_finalSetupTns_ns=0
export IMPL_ys_area_sq_um=145
export IMPL_cp_slowest_stage_delay_ns=0.54
export IMPL_clk_pin_slew_ns=0.04
export IMPL_intPower_mw=0.209
export IMPL_fp_util=0.0425
export IMPL_hold_class="reg -> reg"
export IMPL_yosysTopAreaCellShare=0.552
export IMPL_ios=6
export IMPL_path_max_fanout=4
export IMPL_relSlewSlack=0.921
export IMPL_place_ws_ns=0.404
export IMPL_gp_congestion=0.591
export IMPL_fin_hold_ws_ns=0.467
export IMPL_worstSkewPairLatency_ns=0.24
export IMPL_cts_hold_buf=0
export IMPL_num_vias=110
export IMPL_finalHoldViolations=0
export IMPL_clockBufferDepth=2
export IMPL_powerDensity_mw_per_mm2=980
export IMPL_syn_area_per_cell_sq_um=11.2
export IMPL_area_leaders="dfxtp_1 55%, and2_1 8.6%, ha_1 8.6%, mux2i_1 6.9%, xor2_1 6.0%"
export IMPL_rows=21
export IMPL_synth_stat_cells=13
export IMPL_die_x_microns=80
export IMPL_hpwl_microns=293
export IMPL_drc=0
export IMPL_routedWlPerCell_microns=5.64
export IMPL_crit_chain="clkdlybuf4s50_1"
export IMPL_p_leak_nw=0.105
export IMPL_final_common_cell="clkdlybuf4s50_1"
export IMPL_logic_area_sq_um=65.1
export IMPL_seq_power_share=0.416
export IMPL_max_freq_ghz=0.685
export IMPL_grt_use_met1=0.0233
export IMPL_synth_cells=13
export IMPL_cts_buffers=3
export IMPL_arrival_ns=1.14
export IMPL_maxCapViolCount=0
export IMPL_fin_skew_ns=0.00340
export IMPL_crit_type="reg -> out"
export IMPL_core_area_sq_mm=0.00342
export IMPL_track_usage=0.0141
export IMPL_p_comb_frac=0.094
export IMPL_worst_slew_pin_transition_ns=0.116
export IMPL_period_used=0.913
export IMPL_p_sw_mw=0.0610
export IMPL_drive_above_1_share=0.143
export IMPL_end_kind="output pin"
export IMPL_grt_max_degree=6
export IMPL_cts_sinks=4
export IMPL_crit_family="buffers and inverters"
export IMPL_crit_path_end="cnt[0]"
export IMPL_regMostFlops="cnt"
export IMPL_layout_top_cells="5 x clkdlybuf4s50_1, 4 x dfxtp_1, 3 x clkbuf_4"
export IMPL_htree_levels=1
export IMPL_critical_path_required_ns=1.28
export IMPL_portBuffers=5
export IMPL_cp_startpoint="cnt[0]"
export IMPL_first_global_vias=129
export IMPL_drt_iter0_markers=2
export IMPL_top_regs="cnt: 4 flops"
export IMPL_tritoncts="done"
export IMPL_drt_first_pass_iters=4
export IMPL_worst_slack_ns=0.139
export IMPL_fin_util=0.0806
export IMPL_busiest_layer="met1"
export IMPL_place_area_sq_um=253
export IMPL_vdd_drop_max_uv=484
export IMPL_timing_rr_end="cnt[2]"
export IMPL_synth_flops=4
export IMPL_startpoint_type="flop"
export IMPL_cts_resized=0
export IMPL_crit_buf_inv=1
export IMPL_r2r_start="cnt[0]"
export IMPL_slew_violations=0
export IMPL_cts_setup_buffers=0
export IMPL_ys_warnings_count=1
export IMPL_antenna_found_initial=0
export IMPL_n_antenna_cell=0
export IMPL_n_fill_cell=408
export IMPL_synth_distinct_cells=9
export IMPL_grt_pass1_wl_microns=627
export IMPL_dieArea_sq_mm=0.00640
export IMPL_via_per_inst=1.64
export IMPL_largest_reg_flops=4
export IMPL_postSynthSeqShare=0.552
export IMPL_use_met3=0.0182
export IMPL_switching_share=0.226
export IMPL_grt_met2_usage=0.00722
export IMPL_setup_violations=0
export IMPL_root_buffer="clkbuf_4"
export IMPL_warnings=25
export IMPL_design_area_sq_um=275
export IMPL_ff2ff_path_depth=3
export IMPL_netlist_area_sq_um=145
export IMPL_die_y_microns=80
export IMPL_r2r_setup_slack_ns=0.66
export IMPL_yosysTopAreaCell="dfxtp_1"
export IMPL_slowest_stage="clkdlybuf4s50_1"
-- worst min path at each step --
stage           from     end  cells after the start
finish        cnt[0]  cnt[0]                      1
global route  cnt[0]  cnt[0]                      1
CTS           cnt[0]  cnt[0]                      1
-- cells in the mapped netlist (all sizes together) --
master and number:
dfxtp 4, and2 2, ha 1, mux2i 1
nand2 1, nand2b 1, nand3 1, nor2b 1
xor2 1
-- kinds of logic after synthesis --
| family | after synthesis | share of synthesized area |
|---|---|---|
| AND/OR/NAND/NOR | 6 | 0.233 |
| flip-flops | 4 | 0.552 |
| XOR/XNOR | 1 | 0.0604 |
| multiplexers | 1 | 0.0690 |
| adder cells (fa/ha/maj) | 1 | 0.0862 |
-- routing by layer --
layer  up-vias  share of wire
met5         -              0
met4         0              0
met3         0           0.18
met2         9           0.15
met1        43           0.66
li1         58              -
-- per-stage QoR --
stage	power, mW	cells
6_report	0.270	67
5_1_grt	0.292	67
4_1_cts	0.273	67
3_5_place_dp	0.139	64
3_3_place_gp	0.138	64
2_1_floorplan	0.119	13
-- power by group through the flow --
stage	sequential [mW]	combinational [mW]	clock (mW)
finish	0.112	0.0254	0.132
global route	0.113	0.0295	0.149
CTS	0.112	0.0254	0.135
-- final cells by class --
type,instances,area share
Multi-Input combinational cell,9,0.236
Clock buffer,3,0.0818
Timing Repair Buffer,5,0.182
Sequential cell,4,0.291
Tap cell,46,0.209
Power and IR drop assume default switching activity.
